==> flow/design.v <==
module SpMV_comparator(
	input				i_clk,
	input				i_rstn,
	input [7:0]			count,
	input [135:0]		row_ptr,  
	output reg [3:0]	reg_addr
);
	integer i;	
always @(posedge i_clk, negedge i_rstn) begin
	if(!i_rstn) reg_addr <= 4'b0;
	else begin
		for(i=0; i<16; i=i+1) begin
			if((row_ptr[i*8 +: 8] < count) && (count <= row_ptr[(i+1)*8 +: 8])) begin
				reg_addr <= i;
			end
		end
	end
end
endmodule
==> flow/run.sh <==
#!/bin/bash
# OpenROAD 26Q1-2900-gdf79404cd8, Yosys 0.63+post, stock flow scripts
make -C /OpenROAD-flow-scripts/flow DESIGN_CONFIG=/design/flow/config.mk WORK_HOME=/design/flow/orfs finish
==> flow/config.mk <==
export PLATFORM = sky130hd
export DESIGN_NAME = SpMV_comparator
export DESIGN_NICKNAME = SpMV_comparator
export VERILOG_FILES = /design/flow/design.v
export SDC_FILE = /design/flow/constraint.sdc
export NUM_CORES = 4
export LEC_CHECK = 1
export CORE_UTILIZATION = 50
==> flow/constraint.sdc <==
current_design SpMV_comparator

set clk_period 1.3
set clk_io_pct 0.2

create_clock -name clk0 -period $clk_period [get_ports {i_clk}]

set non_clock_inputs [all_inputs -no_clocks]
set_input_delay [expr $clk_period * $clk_io_pct] -clock clk0 $non_clock_inputs
set_output_delay [expr $clk_period * $clk_io_pct] -clock clk0 [all_outputs]
==> flow_metrics.rpt <==
RUN METRICS
----------------------------------------------------
[Outcome]
  Run status ........................ aborted with a tool error
  Exit stage ........................ clock tree synthesis (4_1_cts)
  Stop err ........................ [ERROR DPL-0036] Detailed placement failed.

[Clock network]
  Clock root buffer ........................ sky130_fd_sc_hd__clkbuf_8
  Buffers inserted by post-CTS timing repair ........................ 32
  Number of sinks on the clock net ........................ 4
  Post-cts sizing count ........................ 137
  Hold_buf cts ........................ 0
  Max Buffers Root-to-Sink ........................ 2
  CTS H-tree lvls ........................ 1
  Number of clock buffers inserted by TritonCTS ........................ 3

[Die]
  Height of the die ........................ 86.5 um
  Die Width ........................ 86.5 um
  I/O pins ........................ 150
  Effective utilization at floorplan ........................ 52.2%
  Std cell rows ........................ 30

[Logic synthesis]
  Netlist area before placement ........................ 0.00357 sq mm
  Post-synthesis cell count from yosys ........................ 449
  Top-area cell share ........................ 47.4%
  Most frequent cells after synthesis ........................ sky130_fd_sc_hd__ha_1 (135), sky130_fd_sc_hd__a21oi_1 (61), sky130_fd_sc_hd__inv_1 (36), sky130_fd_sc_hd__nand2_1 (25), sky130_fd_sc_hd__o21ai_0 (25)
  Most frequently used cell type in the post-synthesis netlist ........................ sky130_fd_sc_hd__ha_1
  Number of flops mapped to enable cells by yosys ........................ 0
  Cell accounting for the most synthesized area ........................ sky130_fd_sc_hd__ha_1
  Synth unique cells ........................ 49
  Ys flop type ........................ sky130_fd_sc_hd__dfrtp_1
  Synth warn ........................ 1
  Cells after synthesis ........................ 449
  Mean area per synthesized cell ........................ 7.94 sq um
  Ranking of synthesized cells by area ........................ sky130_fd_sc_hd__ha_1 (47%), sky130_fd_sc_hd__a21oi_1 (8.6%), sky130_fd_sc_hd__inv_1 (3.8%), sky130_fd_sc_hd__o21ai_0 (3.5%), sky130_fd_sc_hd__nand4_1 (3.3%)
  Fraction of registers with async set or reset after synthesis ........................ 100%
  Sequential element share of the synthesized area ........................ 2.81%
  Seq cells post-synth ........................ 4
  Synthesis area per yosys ........................ 0.00357 sq mm

[Place]
  GP Congestion ........................ 0.901
  Final HPWL from detailed placement ........................ 10,200 um
  Count of input and output buffers ........................ 149
  Cells after DPL ........................ 761

----------------------------------------------------
==> metrics by stage <==
step / setup WS (ns) / area, sq um
after global placement: -2.01 / 5850
after floorplan: -1.37 / 3680
after detailed placement: -2.06 / 5850
==> kinds of logic after synthesis <==
| kind of cell | after synthesis | share of synthesized area (%) |
|---|---|---|
| AOI/OAI and AO/OA | 162 | 29.3 |
| adders and majority gates | 135 | 47.4 |
| and+or+nand+nor | 111 | 16.3 |
| buffers and inverters | 36 | 3.79 |
| DFF | 4 | 2.81 |
| muxes | 1 | 0.421 |
